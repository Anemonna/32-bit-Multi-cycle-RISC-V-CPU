**/design/flow/run.sh**
```bash
#!/bin/bash
# OpenROAD 26Q1-2900-gdf79404cd8, Yosys 0.63+post, stock flow scripts
make -C /OpenROAD-flow-scripts/flow DESIGN_CONFIG=/design/flow/config.mk WORK_HOME=/design/flow/orfs finish
```
**/design/flow/config.mk**
```make
export PLATFORM = sky130hd
export DESIGN_NAME = Datapath
export DESIGN_NICKNAME = Datapath
export VERILOG_FILES = /design/flow/design.v
export SDC_FILE = /design/flow/constraint.sdc
export NUM_CORES = 4
export LEC_CHECK = 1
export CORE_UTILIZATION = 30
```
**/design/flow/constraint.sdc**
```tcl
current_design Datapath

set clk_period 8.4
set clk_io_pct 0.2

create_clock -name clk0 -period $clk_period [get_ports {clk}]

set non_clock_inputs [all_inputs -no_clocks]
set_input_delay [expr $clk_period * $clk_io_pct] -clock clk0 $non_clock_inputs
set_output_delay [expr $clk_period * $clk_io_pct] -clock clk0 [all_outputs]
```
**/design/flow/design.v**
```verilog
`timescale 1ns / 1ps
module ALU(reset, alu_control, alu_in1, alu_in2, en_exe_pulse, alu_result, flag, alu_result_reg, flag_reg);
    input reset;
    input wire [4:0] alu_control;
    input wire [31:0] alu_in1, alu_in2;
    input wire en_exe_pulse;
    input wire [31:0] alu_result_reg;
    input wire [1:0] flag_reg;
    output reg [31:0] alu_result;
    output reg [1:0] flag;              
    parameter ADD = 5'b00010;            
    parameter ADDI = 5'b00011;
    parameter SUB = 5'b00100;            
    parameter SUBI = 5'b00101;
    parameter MUL = 5'b00110;            
    parameter MULI = 5'b00111;
    parameter MOD = 5'b01000;            
    parameter MODI = 5'b01001;
    parameter AND = 5'b01010;            
    parameter OR = 5'b01011;             
    parameter XOR = 5'b01100;            
    parameter NOT = 5'b01101;            
    parameter LSFT = 5'b11100;           
    parameter RSFT = 5'b11101;           
    parameter LAD = 5'b10110;            
    parameter STR = 5'b10111;            
    parameter MOV = 5'b01110;            
    parameter MOVEQ = 5'b10000;          
    parameter MOVL = 5'b10010;           
    parameter MOVG = 5'b10100;           
    parameter MOVI = 5'b01111;           
    parameter MOVIEQ = 5'b10001;         
    parameter MOVIL = 5'b10011;          
    parameter MOVIG = 5'b10101;          
    always @(*) begin
        if (en_exe_pulse) begin
            case (alu_control)
                ADD, ADDI: begin
                    alu_result = alu_in1 + alu_in2;
                end
                SUB, SUBI: begin
                    alu_result = alu_in1 - alu_in2;
                    if (reset) begin
                        flag = 2'b00;
                    end
                    else begin
                        if (alu_in1 > alu_in2) begin             
                            flag = 2'b11;
                        end
                        else if (alu_in1 == alu_in2) begin       
                            flag = 2'b01;
                        end
                        else begin                               
                            flag = 2'b10;
                        end
                    end
                end
                MUL, MULI: begin
                    alu_result = alu_in1 * alu_in2;
                end
                MOD, MODI: begin
                    alu_result = alu_in1 % alu_in2;
                end
                AND: begin
                    alu_result = alu_in1 & alu_in2;
                end
                OR: begin
                    alu_result = alu_in1 | alu_in2;
                end
                XOR: begin
                    alu_result = alu_in1 ^ alu_in2;
                end
                NOT: begin
                    alu_result = ~alu_in1;
                end
                LSFT: begin
                    alu_result = alu_in1 << alu_in2;
                end
                RSFT: begin
                    alu_result = alu_in1 >> alu_in2;
                end
                LAD: begin
                    alu_result = alu_in1 + alu_in2;
                end
                STR: begin
                    alu_result = alu_in1 + alu_in2;
                end
                MOV, MOVI: begin
                    alu_result = alu_in2;
                end
                MOVEQ, MOVIEQ: begin
                    if(flag_reg == 2'b01) alu_result = alu_in2;
                    else alu_result = alu_result_reg;
                end
                MOVL, MOVIL: begin
                    if(flag_reg == 2'b10) alu_result = alu_in2;
                    else alu_result = alu_result_reg;
                end
                MOVG, MOVIG: begin
                    if(flag_reg == 2'b11) alu_result = alu_in2;
                    else alu_result = alu_result_reg;
                end
                LAD, STR: begin
                    alu_result = alu_in1 + (alu_in2 << 2);      
                end
            endcase
        end
        else begin
            alu_result = alu_result_reg;
            flag = flag_reg;
        end
    end 
endmodule
`timescale 1ns / 1ps
module Datapath (clk, reset, opcode, imm_ext, en_exe_pulse, in2_muxcontrol, wv_muxcontrol, Rd, Rs, Rt, read_data, regwrite, ins_address, flag, read_value2, alu_result);
    input clk, reset;
    input wire [4:0] opcode;                 
    input wire [31:0] imm_ext;               
    input wire en_exe_pulse;                 
    input wire in2_muxcontrol;               
    input wire wv_muxcontrol;                
    input wire [3:0] Rd;                     
    input wire [3:0] Rs, Rt;                 
    input wire [31:0] read_data;             
    input wire regwrite;                     
    output wire [31:0] ins_address;          
    output wire [1:0] flag;                  
    output wire [31:0] alu_result;           
    output wire [31:0] read_value2;          
    wire [31:0] alu_in2;                     
    wire [31:0] read_value1;                 
    wire [31:0] write_value;                 
    reg [31:0] alu_result_reg;
    reg [1:0] flag_reg;
    PC PC_inst(
        .clk(clk), 
        .reset(reset), 
        .opcode(opcode), 
        .imm_ext(imm_ext),
        .flag(flag_reg), 
        .en_exe_pulse(en_exe_pulse),
        .ins_address(ins_address)
    );
    MUX_Alu MUX_Alu_inst (
        .in2_muxcontrol(in2_muxcontrol),
        .alu_reg2(read_value2),
        .imm_ext(imm_ext),
        .alu_in2(alu_in2)
    );
    ALU ALU_inst (
        .reset(reset),
        .alu_control(opcode),
        .alu_in1(read_value1),
        .alu_in2(alu_in2),
        .en_exe_pulse(en_exe_pulse),
        .alu_result(alu_result),
        .flag(flag),
        .alu_result_reg(alu_result_reg),
        .flag_reg(flag_reg)
    );
    MUX_Mem MUX_Mem_inst (
        .wv_muxcontrol(wv_muxcontrol),
        .read_data(read_data),
        .alu_result(alu_result),
        .write_value(write_value)
    );
    Register_File Register_File_inst (
        .reset(reset),
        .Rs(Rs),
        .Rt(Rt),
        .Rd(Rd),
        .write_value(write_value),
        .regwrite(regwrite),
        .read_value1(read_value1),
        .read_value2(read_value2)
    );
    always @(posedge clk) begin
        alu_result_reg <= alu_result;
        flag_reg <= flag;
    end
endmodule
`timescale 1ns / 1ps
module MUX_Alu (in2_muxcontrol, alu_reg2, imm_ext, alu_in2);
    input wire in2_muxcontrol;
    input wire [31:0] alu_reg2, imm_ext;
    output wire [31:0] alu_in2;
    assign alu_in2 = (in2_muxcontrol) ? alu_reg2 : imm_ext;      
endmodule
`timescale 1ns / 1ps
module MUX_Mem (wv_muxcontrol, read_data, alu_result, write_value);
    input wire wv_muxcontrol;
    input wire [31:0] read_data, alu_result;
    output wire [31:0] write_value;
    assign write_value = (wv_muxcontrol) ? read_data : alu_result;      
endmodule
`timescale 1ns / 1ps
module PC (clk, reset, opcode, imm_ext, flag, en_exe_pulse, ins_address);
    input clk, reset;
    input wire [4:0] opcode;
    input wire [31:0] imm_ext;
    input wire [1:0] flag;                                       
    input wire en_exe_pulse;                                     
    output reg [31:0] ins_address;                               
    parameter JMP = 5'b11000;
    parameter BEQ = 5'b11001;
    parameter BL = 5'b11010;
    parameter BG = 5'b11011;
    always @(posedge clk) begin
        if (reset) begin
            ins_address <= 32'b0;                                
        end
        else begin
            if(en_exe_pulse) begin
                case (opcode)
                JMP: begin
                    ins_address <= imm_ext;   
                end
                BEQ: begin
                    if (flag == 2'b01) begin
                        ins_address <= imm_ext;  
                    end
                    else begin
                        ins_address <= ins_address + 32'd4;      
                    end
                end
                BL: begin
                    if (flag == 2'b10) begin
                        ins_address <= imm_ext;  
                    end
                    else begin
                        ins_address <= ins_address + 32'd4;      
                    end
                end
                BG: begin
                    if (flag == 2'b11) begin
                        ins_address <= imm_ext;  
                    end
                    else begin
                        ins_address <= ins_address + 32'd4;      
                    end
                end
                default: begin
                    ins_address <= ins_address + 32'd4;          
                end
                endcase
            end
        end    
    end
endmodule
`timescale 1ns / 1ps
module Register_File (reset, Rs, Rt, Rd, write_value, regwrite, read_value1, read_value2);
    input reset;
    input wire [3:0] Rs, Rt;                                     
    input wire [3:0] Rd;                                         
    input wire [31:0] write_value;
    input wire regwrite;
    output reg [31:0] read_value1, read_value2;
    reg [31:0] Register [0:15];                                  
    integer i;
    always @(*) begin
        if (reset) begin
            for (i = 0; i < 16; i = i + 1) begin
                Register[i] = 32'b0;                            
            end
        end else if (regwrite && Rd != 4'b0000) begin
            Register[Rd] = write_value;                         
        end
    end
    always @(*) begin
        read_value1 = Register[Rs];                              
        read_value2 = Register[Rt];                              
    end
endmodule
```
==> results.txt <==
Summary of implementation figures.

Drt
Wires add up to approximately 430000 um. The remaining design rule violation count is 0. Per the post-route antenna check, the number of violating nets is 0. The count of vias placed by the detailed router is roughly 81000. Per the log, the first TritonRoute iteration ended with a DRC count of 7807. The number of search-and-repair iterations in the first detailed-routing pass is 6. The routed length per instance is approximately 32 um. Dividing the detail-routed via count by the number of cells gives 6.01.

Final timing
The number of register pins that no clock reaches is roughly 550. The number of unconstrained endpoints is just over 600. The count of endpoints failing setup in the final report is 0. Setup repair after global routing left no endpoint under its margin. The sum of negative setup slack is 0 ps. The slew at the pin closest to its max-slew limit is 1080 ps.

The most critical hold endpoint after final layout shows a slack of roughly 470 ps. Dividing the final minimum period by the clock period gives 79.7%. The worst max-slew margin expressed relative to the limit is between 20% and 30%. The final hold violation count is 0. The largest clock skew in the final design is 12.9 ps.

The clock period minus worst slack is around 6700 ps. Pins over their slew limit in the final report were tallied at 0. Per the timing report, the achievable frequency comes out to between 100 and 150 MHz.

Cells and area
The number of standard cells in the final layout excluding fillers is around 13000. The most frequent standard cell in the layout excluding fill and tap cells is nand2_1. The fraction of layout cells with a size suffix above 1 is roughly 7.5%. The area added between synthesis and finish is 9.61%. At the end of the flow the core is filled with cells to 33.2%.

Ranking logic cells in the layout by count gives the top entries nand2_1, nor2_1, ha_1. Summing all non-filler instances in the final layout gives an area of around 0.08 mm2. The register with the most flip-flops in the layout has between 500 and 600 of them.

Floorplanning
In this run the horizontal extent of the chip is ~500 um. The die height is between 500 and 600 um. The chip occupies ~0.25 mm2. The area inside the core boundary is roughly 0.25 mm2. The number of placed I/O pins is 185. The standard-cell row count is between 150 and 200.

The floorplan core density is between 30% and 40%.

Worst setup path
The kind of cell with the highest combined delay along the critical path is buffers and inverters. The peak fanout along the critical path is roughly 67. Listed in order, past its start point the critical path passes buf_6 -> buf_4 -> nor3b_1 -> a22oi_1 -> o221ai_1 -> nor3_1 -> nor2_1 -> clkdlybuf4s50_1.

The category of the worst setup path capture point is an output pin. The type of origin of the critical path is an input pin. Per STA, the highest per-stage delay on the worst path measures ~600 ps. The critical path endpoint has a required time of roughly 6700 ps.

The critical path arrival is 5010 ps. The largest individual stage delay along the critical path comes from the cell clkdlybuf4s50_1. The script reports the combined buffer and inverter count of the critical path as 3. The critical path class is input pin to output pin.

Synthesis
The mean cell area of the mapped netlist is approximately 7.4 um2. Summing every instance area after synthesis gives 0.0748 mm2. During synthesis, Yosys emitted a total of between 1500 and 2000 warnings. The synthesized netlist handed to floorplanning was reported with a cell count of just over 10000. Yosys reported a register bit count of about 610.

The number of synthesized flops with an enable pin is 0. Counting flops with an async set or reset pin after synthesis yields a share of 0%. In the Yosys stats the netlist draws on between 100 and 150 distinct library cells. The main flop type after synthesis is dlxtn_1. The synthesized netlist was found by Yosys to have 10100 cells. For this run, the chip area from Yosys synthesis comes to between 0.07 and 0.08 mm2.

Place
The cell total after placement is 13400. For this run the detailed placement stage logged an HPWL of approximately 330000 um. Buffers placed on the I/O ports in this run total between 150 and 200. The final weighted congestion of routability-driven global placement is around 1.1. The placed instances occupy a cell area of between 0.08 and 0.09 mm2.

CTS
Clock latency on the worst-skew pair, taken at its later pin, is 430 ps. The number of gates resized after cts is 0. The number of buffers between clock root and the deepest sink is 2.

The H-tree was split into 3 levels. The setup fix buffers added after clock tree synthesis is 0. TritonCTS built the clock tree. The master cell of the clock root buffer is clkbuf_16. The CTS report gives the tree buffer count as 9. The number of hold buffers added after CTS is 0. The clock-pin slew on the worst setup and hold paths is roughly 60 ps.

Global route
The first global-routing pass estimated between 600000 and 700000 um of wire. Entering global routing, the biggest net connects 117 pins. The global-route total usage across every layer is between 30% and 40%.

The remaining global-route overflow is 0. The number of global-route vias before repair is between 70000 and 80000. The initial antenna violation count was approximately 52.

Power
The analysis attributes to cell leakage a power of about 37 nW. IR analysis of the VDD net gives a maximum drop of approximately 880 uV. The report lists the power per cell area as roughly 330 mW/mm2.

Run
The max capacitance violation total is 0. Warnings raised by the tools during the run amount to approximately 97.

Worst hold path
The classification of the worst-slack hold path is register to register.

Outcome
The run finished with clean final reports.
==> area by class of cell <==
cell class	count	area [um2]
Fill cell	26600	165000
Multi-Input combinational cell	8169	60800
Sequential cell	612	9520
Timing Repair Buffer	523	4360
Tap cell	3312	4140
Inverter	739	2770
Clock buffer	10	229
Clock inverter	6	115
Antenna cell	27	67.6
==> power breakdown <==
part / switching [mW] / internal, mW
combinational: 16.1 / 10.0
clock: 0.217 / 0.291
sequential: 0.116 / 0.556
total: 16.4 / 10.9
==> tightest hold or removal path, cell delays in order (launching register included) <==
cell,delay (ps)
dfxtp_1,320
nand2_1,50
a21oi_1,50
==> metrics by stage <==
step                      total power [mW]  setup slack, ps
after floorplan                       18.9             2360
after global placement                26.6             1800
after detailed placement              26.5             1830
after CTS                             27.2             1820
after global routing                  30.0             1660
final                                 27.3             1710
==> per-layer routing <==
| layer | part of all wire (%) | vias up | wire length (um) | GRT usage, % |
|---|---|---|---|---|
| li1 | - | 36000 | - | - |
| met1 | 39 | 39200 | 169000 | 44.0 |
| met2 | 43 | 4278 | 186000 | 51.5 |
| met3 | 11 | 1089 | 46700 | 11.8 |
| met4 | 7.3 | 28 | 31500 | 20.5 |
| met5 | 0.074 | - | 322 | 0.560 |
==> path summary, 6_finish.rpt <==
check | endpoint | cells after the start | startpoint | slack, ps
worst max register to register | PC_inst.ins_address[30] | 17 | PC_inst.ins_address[2] | 4550
worst min register to register | PC_inst.ins_address[0] | 2 | PC_inst.ins_address[0] | 470
worst max-delay path | read_value2[30] | 8 | Rt[2] | 1710
worst min-delay path | PC_inst.ins_address[0] | 2 | PC_inst.ins_address[0] | 470
==> kinds of logic (layout without fill, tap and decap cells) <==
kind of cell               count (synthesis)  after routing  share of synthesized area (%)
DFF                                       66             66                           1.77
latches                                  546            546                           11.0
adders and majority gates               1162           1162                           23.6
AOI/OAI and AO/OA                       2895           2895                           26.1
and+or+nand+nor                         3367           3367                           21.0
buffers and inverters                   1300           1278                           6.97
other                                      0             27                              0
muxes                                    311            311                           4.57
xor gates and xnor gates                 434            434                           5.08
==> Yosys cell counts (all sizes together) (71+ instances only) <==
library cell | number | area share [%]
ha | 751 | 13
dlxtn | 546 | 11
nor3 | 234 | 1.6
fa | 411 | 11
a22oi | 130 | 1.3
nand4 | 73 | 0.63
nand2 | 1182 | 5.9
mux2 | 131 | 2.0
and3 | 80 | 0.67
a221oi | 85 | 1.0
a211oi | 77 | 0.79
nor2b | 114 | 0.95
o21ai | 540 | 3.6
o21a | 162 | 1.6
nor2 | 967 | 4.9
mux2i | 172 | 2.4
clkbuf | 376 | 1.9
nand2b | 103 | 0.86
nand3 | 184 | 1.2
o221ai | 75 | 0.88
xor2 | 165 | 1.9
inv | 729 | 3.7
a31oi | 147 | 1.2
o211ai | 71 | 0.71
buf | 185 | 1.4
a21o | 206 | 2.1
xnor2 | 269 | 3.1
a21oi | 695 | 4.7
Power and IR drop assume default switching activity.
